==> design/flow/design.v <==
`timescale 1ns / 1ps
module SD_controller (
    input wire clk,
    input wire reset,
    input wire miso,
    input wire mosi,
    input wire sck,  
    input wire cs,  
    output reg [15:0] pixel_data,
    output reg [16:0] pixel_addr,
    output reg write_enable,
    output reg spi_start,
    input wire spi_done,
    input wire [7:0] spi_data_out,
    output reg [7:0] spi_data_in,
    input wire [1:0] image_index,
    input wire delete_flag,
    output reg [4:0] seg_display
);
parameter IDLE         = 4'd0;
parameter INIT_START   = 4'd1;
parameter SEND_CMD0    = 4'd2;
parameter WAIT_CMD0    = 4'd3;
parameter SEND_CMD8    = 4'd4;
parameter WAIT_CMD8    = 4'd5;
parameter SEND_CMD55   = 4'd6;
parameter SEND_ACMD41  = 4'd7;
parameter WAIT_ACMD41  = 4'd8;
parameter SEND_CMD16   = 4'd9;
parameter SEND_CMD17   = 4'd10;
parameter WAIT_TOKEN   = 4'd11;
parameter READ_BLOCK   = 4'd12;
parameter NEXT_BLOCK   = 4'd13;
parameter DONE         = 4'd14;
    reg [3:0] state = IDLE;
    reg [9:0] byte_cnt = 0;
    reg [7:0] block_buffer;
    reg even_byte = 0;
    reg [31:0] block_index = 0;
    localparam BLOCKS_PER_IMAGE = 300;
    wire [31:0] base_block_addr = image_index * BLOCKS_PER_IMAGE;
    wire [31:0] block_addr = base_block_addr + block_index;
    always @(posedge clk or posedge reset) begin
        if (reset) begin
            state <= IDLE;
            spi_start <= 0;
            pixel_addr <= 0;
            write_enable <= 0;
            byte_cnt <= 0;
            block_index <= 0;
            even_byte <= 0;
            seg_display <= 5'b00000;  
        end else begin
            spi_start <= 0;
            write_enable <= 0;
            if (delete_flag) begin
                pixel_addr <= 0;
                pixel_data <= 16'h0000;
                write_enable <= 1;
                if (pixel_addr < BLOCKS_PER_IMAGE * 256)
                    pixel_addr <= pixel_addr + 1;
                else
                    state <= DONE;
            end else begin
                case (state)
                    IDLE: begin
                    seg_display <= 5'b00001;  
                        state <= INIT_START;
                    end
                    INIT_START: begin
                    seg_display <= 5'b00010;  
                        spi_data_in <= 8'h40;
                        spi_start <= 1;
                        state <= SEND_CMD0;
                    end
                    SEND_CMD0: begin
                    seg_display <= 5'b00011;  
                        if (spi_done) begin
                            spi_data_in <= 8'h00;
                            spi_start <= 1;
                            state <= WAIT_CMD0;
                        end
                    end
                    WAIT_CMD0: begin
                    seg_display <= 5'b00100;  
                        if (spi_done) begin
                            state <= (spi_data_out == 8'h01) ? SEND_CMD8 : INIT_START;
                        end
                    end
                    SEND_CMD8: begin
                    seg_display <= 5'b00101;  
                        spi_data_in <= 8'h48;
                        spi_start <= 1;
                        state <= WAIT_CMD8;
                    end
                    WAIT_CMD8: begin
                    seg_display <= 5'b00110;  
                        if (spi_done) state <= SEND_CMD55;
                    end
                    SEND_CMD55: begin
                    seg_display <= 5'b00111;  
                        spi_data_in <= 8'h77;
                        spi_start <= 1;
                        state <= SEND_ACMD41;
                    end
                    SEND_ACMD41: begin
                    seg_display <= 5'b01000;  
                        if (spi_done) begin
                            spi_data_in <= 8'h69;
                            spi_start <= 1;
                            state <= WAIT_ACMD41;
                        end
                    end
                    WAIT_ACMD41: begin
                    seg_display <= 5'b01001;  
                        if (spi_done) begin
                            state <= (spi_data_out == 8'h00) ? SEND_CMD16 : SEND_CMD55;
                        end
                    end
                    SEND_CMD16: begin
                    seg_display <= 5'b01010;  
                        spi_data_in <= 8'h50;
                        spi_start <= 1;
                        state <= SEND_CMD17;
                    end
                    SEND_CMD17: begin
                    seg_display <= 5'b01011;  
                        if (spi_done) begin
                            spi_data_in <= 8'h11;
                            spi_start <= 1;
                            state <= WAIT_TOKEN;
                        end
                    end
                    WAIT_TOKEN: begin
                    seg_display <= 5'b01100;  
                        if (spi_done && spi_data_out == 8'hFE)
                            state <= READ_BLOCK;
                    end
                    READ_BLOCK: begin
                    seg_display <= 5'b01101;  
                        if (spi_done) begin
                            block_buffer <= spi_data_out;
                            if (even_byte) begin
                                pixel_data <= {block_buffer, spi_data_out};
                                pixel_addr <= pixel_addr + 1;
                                write_enable <= 1;
                            end
                            even_byte <= ~even_byte;
                            byte_cnt <= byte_cnt + 1;
                            if (byte_cnt == 511) begin
                                byte_cnt <= 0;
                                block_index <= block_index + 1;
                                even_byte <= 0;
                                if (block_index == BLOCKS_PER_IMAGE - 1)
                                    state <= DONE;
                                else
                                    state <= NEXT_BLOCK;
                            end else begin
                                spi_data_in <= 8'hFF;
                                spi_start <= 1;
                            end
                        end
                    end
                    NEXT_BLOCK: begin
                        spi_data_in <= 8'h11;
                        spi_start <= 1;
                        state <= WAIT_TOKEN;
                    end
                    DONE: begin
                        state <= DONE;
                    end
                endcase
            end
        end
    end
endmodule
==> design/flow/run.sh <==
#!/bin/bash
# OpenROAD 26Q1-2900-gdf79404cd8, Yosys 0.63+post, stock flow scripts
make -C /OpenROAD-flow-scripts/flow DESIGN_CONFIG=/design/flow/config.mk WORK_HOME=/design/flow/orfs finish
==> design/flow/config.mk <==
export PLATFORM = sky130hd
export DESIGN_NAME = SD_controller
export DESIGN_NICKNAME = SD_controller
export VERILOG_FILES = /design/flow/design.v
export SDC_FILE = /design/flow/constraint.sdc
export NUM_CORES = 4
export LEC_CHECK = 1
export CORE_UTILIZATION = 40
==> design/flow/constraint.sdc <==
current_design SD_controller

set clk_period 4.3
set clk_io_pct 0.2

create_clock -name clk0 -period $clk_period [get_ports {clk}]

set non_clock_inputs [all_inputs -no_clocks]
set_input_delay [expr $clk_period * $clk_io_pct] -clock clk0 $non_clock_inputs
set_output_delay [expr $clk_period * $clk_io_pct] -clock clk0 [all_outputs]
==> notes.md <==
run results: status=completed, dominant cell type by area after synthesis=dfrtp_1, height of the die=about 110 µm, Yosys top cell area share=between 30% and 40%, asr flop ratio synth=~69%, TritonCTS clock tree=yes, ys cells=between 400 and 500, DRC=0, Final Setup Violations=0, Detail Placement HPWL=between 6000 and 7000 µm, number of enable flip-flop cells=31, Fin. Hold Viols=0, postcts setup bufs=0, Clock Skew=approximately 0.0092 ns, crit path capture type=flop, Std-Cell Rows=~40, tally of non-filler cells in the final layout=approximately 700, max-slew violation count=0, Core Util, Final=between 40% and 50%, clk root buf=clkbuf_16, top post-synthesis cells by area=dfrtp_1 35%, edfxtp_1 19%, xor2_1 4.4%, switching power=about 800 µW, fmax=around 320 MHz, Cell variety after synth=between 60 and 70, CTS Hold Bufs=0, yosys warns=1, Commonest flop=dfrtp_1, final antenna-violating net count=0, largest net degree at the start of global routing=around 41, Internal=1830 µW, GRT overflow=0, IO Port Bufs=58, Vias=3650, CP arrival=3.38 ns, metal3 WL=between 500 and 600 µm, CTS Sinks=around 100, Reg power frac=roughly half, Final Cycle Share=72.5%, Yosys chip area=around 0.0050 mm², number of buffers created by CTS=9, core box area=around 0.012 mm², Die W=between 100 and 150 µm, setup slack, reg-to-reg=1.53 ns, Top Metal Used=met4, Tot GR Track Use=17.0%, n_diodes=0, Seq share, synth=53.9%, Crit Path Max Fanout=11, Log Warnings=31, synthesized instance count=just under 500, Routed met1 length=slightly below 5000 µm, mapped cell area=around 0.005 mm², Max Cap Violations=0, Iteration-0 DRC Markers=between 150 and 200, met2 WL=4570 µm, synthesized area per cell=just over 10 µm², Clk network pwr share=just under 30%, capturing point of the worst reg2reg path=block_index[21]$_DFFE_PP0P_, placed cell count=roughly 690, min cycle time layout=3.12 ns, first-pass GRT wire length=between 15000 and 20000 µm, vias in the first global route=~3400, clk latency late pin=between 0.3 and 0.4 ns, chip area=roughly 0.013 mm², cts repair resizes=0, Req. time, crit path=approximately 4.6 ns, Detailed Route WL=around 10000 µm, routed len/inst=between 10 and 15 µm, P per Cell Area=439 mW/mm², peak supply drop=0.192 mV, Final Wtd Congestion=approximately 0.80, total negative setup slack=0 ns, Worst Setup Start Kind=input port, Clock Path Buffers=2, Switching Share=between 30% and 40%, H-tree levels=3, Ports=around 66, max_slew headroom=a little under half, share of cells above drive strength 1=around 6.2%, via-per-instance ratio=5.18, Critical Path Sink=block_index[21]$_DFFE_PP0P_, measured slew at the worst slew-check pin=between 0.7 and 0.8 ns, Clk pin slew, worst setup/hold paths=0.06 ns, critical path class=in -> reg, static leakage=between 0.002 and 0.0025 µW, P&R area growth vs syn=20.0%, Yosys reg bits=101, initial antenna violation count=0, 1st-pass router iterations=4, Comb power frac=21.9%, CP Launch Point=spi_done, Crit Reg-Reg Startpoint=state[0]$_DFFE_PP0P_, Floorplan Utilization=41.3%, RSZ-0062 raised after global routing=false, FF-to-FF path depth=5, Hold Path Class=reg -> reg
-- kinds of logic (layout without fill, tap and decap cells) --
group | Yosys count | in the layout | share of synthesized area, %
simple gates | 219 | 219 | 24.1
flops | 101 | 101 | 53.9
compound gates | 69 | 69 | 8.93
xor+xnor | 45 | 45 | 7.92
buf+inv | 42 | 95 | 3.65
fa+ha+maj | 3 | 3 | 0.754
mux | 3 | 3 | 0.629
other cells | 1 | 1 | 0.0754
-- worst min-delay path by stage --
stage | startpoint | end | slack (ns) | depth (start not counted)
6_report | byte_cnt[8]$_DFFE_PP0P_ | byte_cnt[8]$_DFFE_PP0P_ | 0.47 | 1
5_1_grt | byte_cnt[8]$_DFFE_PP0P_ | byte_cnt[8]$_DFFE_PP0P_ | 0.49 | 1
4_1_cts | byte_cnt[8]$_DFFE_PP0P_ | byte_cnt[8]$_DFFE_PP0P_ | 0.48 | 1
-- worst max-delay path: stages --
cell,delay (ns)
clkdlybuf4s50_1,0.75
nand4b_1,0.25
nor3_1,0.30
nand4_1,0.55
nor4_1,0.48
xor2_1,0.19
-- metal layers --
metal | vias to the layer above | GRT usage (%)
met5 | - | 0
met3 | 7 | 3.90
met2 | 80 | 24.8
met1 | 1743 | 28.0
li1 | 1820 | -
met4 | 0 | 2.11
-- Yosys cell counts (all sizes together) (3+ instances only) --
cell     n
nand4   13
and3     8
o31ai    4
dfrtp   70
nor3    22
nand2b   5
nor4b    3
inv     15
buf     13
nor2    43
a211o    3
or3      6
or4      6
xnor2   20
edfxtp  31
and2     4
nor2b   19
o21ai   21
a21oi   18
nor4    13
xor2    25
nand3   14
ha       3
nand4b   3
nor3b    3
a31oi    6
nand2   47
clkbuf  13
-- power by group through the flow --
| stage | combinational, µW | sequential (µW) | clock, µW |
|---|---|---|---|
| 4_1_cts | 575 | 1270 | 806 |
| 5_1_grt | 652 | 1290 | 846 |
| 6_report | 572 | 1270 | 773 |
-- stage by stage --
stage | worst slack [ns] | hold slack [ns] | instance area (µm²) | power [µW]
floorplan | 1.16 | 0.442 | 4980 | 1630
global placement | 0.849 | 0.458 | 5690 | 1850
detailed placement | 0.828 | 0.469 | 5690 | 1860
CTS | 1.18 | 0.480 | 5970 | 2650
global route | 0.909 | 0.485 | 5970 | 2790
finish | 1.18 | 0.473 | 5970 | 2620
-- registers in the layout (all words and copies together), names as in the netlist --
register      count
pixel_addr       17
state             4
spi_data_in       7
seg_display       4
byte_cnt         10
pixel_data       16
spi_start         1
block_index      32
block_buffer      8
even_byte         1
write_enable      1
-- placed cells by master (no fill, tap or decap), types with 5 or more instances in the layout --
| master | netlist | routed |
|---|---|---|
| dfrtp_1 | 70 | 70 |
| edfxtp_1 | 31 | 31 |
| nand3_1 | 13 | 13 |
| nor4_1 | 11 | 11 |
| nand2_1 | 46 | 46 |
| clkbuf_16 | 0 | 9 |
| nor2_1 | 42 | 42 |
| nand2b_1 | 5 | 5 |
| buf_4 | 2 | 5 |
| xor2_1 | 25 | 25 |
| or3_1 | 5 | 5 |
| or4_1 | 6 | 6 |
| a21oi_1 | 18 | 18 |
| o21ai_0 | 21 | 21 |
| a31oi_1 | 5 | 5 |
| and3_1 | 8 | 8 |
| inv_1 | 14 | 13 |
| xnor2_1 | 20 | 20 |
| nor2b_1 | 19 | 19 |
| nor3_1 | 22 | 22 |
| clkdlybuf4s50_1 | 0 | 58 |
| nand4_1 | 12 | 12 |
-- cell type report --
cell class,instances,area [µm²]
clock buffers,11,243
clock inverters,5,42.5
fillers,1057,6090
inverters,16,61.3
multi-input cells,340,2110
flip-flops and latches,101,2680
well taps,168,210
repair buffers,63,618
Power is estimated from default activity; no workload was simulated.
