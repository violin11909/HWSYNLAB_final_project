`./run.sh`:
```
#!/bin/bash
# OpenROAD 26Q1-2900-gdf79404cd8, Yosys 0.63+post, stock flow scripts
make -C /OpenROAD-flow-scripts/flow DESIGN_CONFIG=/design/flow/config.mk WORK_HOME=/design/flow/orfs finish
```
`./config.mk`:
```
export PLATFORM = sky130hd
export DESIGN_NAME = SPI_Master
export DESIGN_NICKNAME = SPI_Master
export VERILOG_FILES = /design/flow/design.v
export SDC_FILE = /design/flow/constraint.sdc
export NUM_CORES = 4
export LEC_CHECK = 1
export CORE_UTILIZATION = 40
```
`./constraint.sdc`:
```
current_design SPI_Master

set clk_period 3.2
set clk_io_pct 0.2

create_clock -name clk0 -period $clk_period [get_ports {clk}]

set non_clock_inputs [all_inputs -no_clocks]
set_input_delay [expr $clk_period * $clk_io_pct] -clock clk0 $non_clock_inputs
set_output_delay [expr $clk_period * $clk_io_pct] -clock clk0 [all_outputs]
```
`./design.v`:
```
`timescale 1ns / 1ps
module SPI_Master (
    input wire clk,            
    input wire reset,          
    input wire start,          
    input wire [7:0] data_in,  
    output reg [7:0] data_out,  
    output reg done,           
    output reg busy,
    output reg sck,            
    output reg mosi,
    input wire miso,
    output reg cs              
);
    parameter CLK_DIV = 10;  
    reg [7:0] shift_reg;  
    reg [2:0] bit_cnt;  
    reg [7:0] clk_div_cnt;  
    reg sck_int;  
    reg state;  
    always @(posedge clk or posedge reset) begin
        if (reset) begin
            shift_reg <= 8'h00;
            data_out <= 8'h00;
            bit_cnt <= 3'd0;
            clk_div_cnt <= 8'd0;
            sck <= 1'b0;  
            mosi <= 1'b1;
            cs <= 1'b1;  
            busy <= 1'b0;  
            done <= 1'b0;  
            state <= 1'b0;  
        end else begin
            done <= 1'b0;
            if (state == 0) begin  
                if (start) begin
                    cs <= 1'b0;  
                    busy <= 1'b1;
                    state <= 1;  
                    bit_cnt <= 3'd7;
                    shift_reg <= data_in;
                    mosi <= data_in[7];
                    sck <= 1'b0;
                    sck_int <= 1'b0;
                    clk_div_cnt <= 0;
                end
            end else begin  
                if (clk_div_cnt == CLK_DIV) begin  
                    clk_div_cnt <= 0;  
                    sck_int <= ~sck_int;  
                    sck <= sck_int;  
                    if (sck_int == 1'b1) begin
                        shift_reg <= {shift_reg[6:0], miso};
                        if (bit_cnt == 0) begin
                            state <= 0;
                            busy <= 0;
                            done <= 1;
                            cs <= 1'b1;
                            data_out <= {shift_reg[6:0], miso};  
                        end else begin
                            bit_cnt <= bit_cnt - 1;
                            mosi <= shift_reg[6];  
                        end
                    end
                end else begin
                    clk_div_cnt <= clk_div_cnt + 1;  
                end
            end
        end
    end
endmodule
```
==> impl_metrics.csv <==
group,metric,value,unit
timing,fin_setup_tns,0,ps
flow_run,cap_viol_max_count,0,
route,wl_met1,1510,um
cts,cts_resized,0,
placed_design,place.gp.congestion,0.772,
floorplanning,core-area,3720,sq um
yosys,seq_area_frac_synth,52.9,%
global_route,overflow,0,
timing,tightest_slew,742,ps
cts,postCtsSetupBuffers,0,
timing,fin_crit,2060,ps
yosys,top_area_cell,"dfrtp_1",
pwr,internal-power,971,uW
pwr,comb_power_share,23.3,%
floorplanning,rows,22,
pwr,clkPwrFrac,29.0,%
yosys,syn_inst,152,
floorplanning,die_h,64.8,um
pwr,power_density,705,nW/um^2
yosys,ys_cells,152,
global_route,grt_pass1_vias,1205,
floorplanning,io_pins,25,
timing,period_used_share,64.4,%
cts,cts_tree,"built",
setup_path,crit_type,"primary input to flip-flop",
setup_path,rrSetupSlack,1160,ps
cts,hold_buffers,0,
route,diodes,0,
min_path,hp-class,"flip-flop to flip-flop",
yosys,yosys.cell_types.count,36,
route,ant_nets,0,
global_route,grt_max_degree,32,
cts,path_clk_slew,60,ps
yosys,edf_count,1,
route,maxUsedRoutingLayer,"met4",
setup_path,path_cells,"clkdlybuf4s50_1 > nor2b_1 > a31oi_1 > nor2_1",
timing,slew_viol_final,0,
setup_path,worstPathRequired,3190,ps
route,drc,0,
min_path,worstHoldStart,"cs$_DFFE_PP1P_",
route,via_per_inst,5.21,
yosys,yosys_area,1580,sq um
cts,insertion_delay,280,ps
timing,setup_viol,0,
yosys,synth.avg_cell_area,10.4,sq um
route,wl_met2,1390,um
cts,numClockSinks,33,
min_path,hold_end,"cs$_DFFE_PP1P_",
global_route,grt_antenna_before_repair,0,
setup_path,cp_num_buf_inv,1,
global_route,grt_first_pass_wirelength,5350,um
timing,finalHoldViolations,0,
final_layout,drive_above_1_share,12.4,%
yosys,synth_top_flop_cell,"dfrtp_1",
status,status,"finished clean",
setup_path,crit_arrival,2060,ps
placed_design,place_hpwl,2030,um
setup_path,r2r-start,"clk_div_cnt[0]$_DFFE_PP0P_",
setup_path,rr_endpoint,"bit_cnt[2]$_DFFE_PP0P_",
yosys,synthTopCellsByCount,"dfrtp_1, nand2_1, nor2_1, a21oi_1, mux2_2",
pwr,pwr-share-seq,47.7,%
route,first_pass_iters,4,
route,vias,1177,
pwr,peakVddDrop,0.000428,V
pwr,p_sw,419,uW
timing,fmax,0.485,GHz
yosys,netlist_area,1580,sq um
cts,numCtsBuffers,5,
cts,htree_levels,2,
timing,skew,5.52,ps
setup_path,critPathLaunchType,"primary input",
route,drt_iter0_markers,68,
pwr,p_leak,0.872,nW
floorplanning,dieWidth,64.8,um
yosys,topCellsByArea,"dfrtp_1, mux2_2, nand2_1",
setup_path,critPathLaunch,"start",
setup_path,max_stage_delay,590,ps
yosys,most_common_cell,"dfrtp_1",
pwr,finalPower,1.39,mW
pwr,swShare,30.1,%
setup_path,cpMaxStageDelayCell,"clkdlybuf4s50_1",
floorplanning,dieArea,4190,sq um
min_path,min_path_cells,2,
timing,hold_ws,467,ps
setup_path,crit_family,"simple AND/OR/NAND/NOR gates",
global_route,track_usage,17.3,%
final_layout,syn2layout_area_growth,25.2,%
setup_path,endpoint_kind,"flip-flop",
yosys,numSynthFlops,33,
route,finalWirelength,3110,um
cts,clock_path_buffers,2,
route,wire_per_inst,13.7,um
cts,cts_root_buffer,"clkbuf_8",
timing,grt_setup_unrepaired,"false",
yosys,top_cell_area_share,47.7,%
setup_path,crit_fanout,9,
setup_path,r2r_cells,6,
placed_design,io_buffer_count,24,
flow_run,openroad.warnings,27,
floorplanning,fp-utilization,42.4,%
timing,max-slew-margin-rel,50.5,%
yosys,ys_async_sr_fraction,97.0,%
route,met3_length,160,um
yosys,yosysWarningCount,1,
## worst min-delay path: stages (launching register included)
cell	delay [ps]
dfstp_2	370
nand2_1	50
nand2_1	50
## routing by layer
layer,GRT usage (%),up-vias
met2,27.0,24
met4,2.78,0
met3,4.82,5
met1,25.5,562
met5,0,-
li1,-,586
## metrics by stage
step | std cells | util (%) | cell area, sq um | worst slack, ps
after global placement | 218 | 49.9 | 1860 | 859
after global routing | 226 | 53.1 | 1970 | 985
final | 226 | 53.1 | 1970 | 1140
after detailed placement | 218 | 49.9 | 1860 | 783
after CTS | 226 | 53.1 | 1970 | 1110
after floorplan | 152 | - | 1580 | 1490
## cells by family after synthesis
group / count (synthesis) / synth area share, %
and+or+nand+nor: 57 / 20.4
AOI/OAI and AO/OA: 33 / 12.7
DFF: 33 / 52.9
buffers and inverters: 14 / 3.42
muxes: 8 / 5.72
adders and majority gates: 4 / 3.18
xor gates and xnor gates: 3 / 1.67
## worst max-delay path by stage
stage | to | slack [ps] | depth (start not counted)
CTS | sck_int$_SDFFCE_PN0P_ | 1110 | 4
global route | sck_int$_SDFFCE_PN0P_ | 990 | 4
finish | sck_int$_SDFFCE_PN0P_ | 1140 | 4
## power by group through the flow
| stage | registers [mW] | clock network, mW | logic, mW |
|---|---|---|---|
| final | 0.663 | 0.403 | 0.323 |
| after global routing | 0.681 | 0.430 | 0.369 |
| after CTS | 0.663 | 0.413 | 0.326 |
## final cells by class
cell class	count	area [sq um]
inverters	7	26.3
clock buffers	7	86.3
flip-flops and latches	33	833
multi-input cells	105	688
repair buffers	25	248
clock inverters	1	30.0
well taps	48	60.1
fillers	330	1740
## cells in the final DEF (no fill, tap or decap), types with 6 or more instances in the layout
cell type	netlist	layout
o21ai_0	6	6
nand3_1	6	6
clkbuf_8	0	6
clkdlybuf4s50_1	0	24
o22ai_1	7	7
inv_1	7	7
nand2_1	18	18
mux2_2	8	8
a21oi_1	10	10
dfrtp_1	30	30
nor2_1	15	15
Power is estimated from default activity; no workload was simulated.
