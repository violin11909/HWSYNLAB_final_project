## flow/run.sh

```bash
#!/bin/bash
# OpenROAD 26Q1-2900-gdf79404cd8, Yosys 0.63+post, stock flow scripts
make -C /OpenROAD-flow-scripts/flow DESIGN_CONFIG=/design/flow/config.mk WORK_HOME=/design/flow/orfs finish
```

## flow/config.mk

```make
export PLATFORM = sky130hd
export DESIGN_NAME = button_switch
export DESIGN_NICKNAME = button_switch
export VERILOG_FILES = /design/flow/design.v
export SDC_FILE = /design/flow/constraint.sdc
export NUM_CORES = 4
export LEC_CHECK = 1
export CORE_UTILIZATION = 30
```

## flow/constraint.sdc

```tcl
current_design button_switch

set clk_period 2.5
set clk_io_pct 0.2

create_clock -name clk0 -period $clk_period [get_ports {clk}]

set non_clock_inputs [all_inputs -no_clocks]
set_input_delay [expr $clk_period * $clk_io_pct] -clock clk0 $non_clock_inputs
set_output_delay [expr $clk_period * $clk_io_pct] -clock clk0 [all_outputs]
```

## flow/design.v

```verilog
`timescale 1ns / 1ps
module button_switch (
    input wire clk,
    input wire reset,
    input wire left_button,
    input wire right_button,
    input wire delete_button,
    output reg [1:0] image_index,
    output reg delete_flag
);
    reg left_sync_0 = 0, left_sync_1 = 0, left_last = 0;
    reg [15:0] left_debounce_cnt = 0;
    wire left_rising;
    always @(posedge clk) begin
        left_sync_0 <= left_button;
        left_sync_1 <= left_sync_0;
    end
    always @(posedge clk) begin
        if (left_sync_1 != left_last) begin
            left_debounce_cnt <= left_debounce_cnt + 1;
            if (left_debounce_cnt == 16'hFFFF)
                left_last <= left_sync_1;
        end else begin
            left_debounce_cnt <= 0;
        end
    end
    assign left_rising = (left_last == 0) && (left_sync_1 == 1);
    reg right_sync_0 = 0, right_sync_1 = 0, right_last = 0;
    reg [15:0] right_debounce_cnt = 0;
    wire right_rising;
    always @(posedge clk) begin
        right_sync_0 <= right_button;
        right_sync_1 <= right_sync_0;
    end
    always @(posedge clk) begin
        if (right_sync_1 != right_last) begin
            right_debounce_cnt <= right_debounce_cnt + 1;
            if (right_debounce_cnt == 16'hFFFF)
                right_last <= right_sync_1;
        end else begin
            right_debounce_cnt <= 0;
        end
    end
    assign right_rising = (right_last == 0) && (right_sync_1 == 1);
    reg del_sync_0 = 0, del_sync_1 = 0, del_last = 0;
    reg [15:0] del_debounce_cnt = 0;
    wire delete_rising;
    always @(posedge clk) begin
        del_sync_0 <= delete_button;
        del_sync_1 <= del_sync_0;
    end
    always @(posedge clk) begin
        if (del_sync_1 != del_last) begin
            del_debounce_cnt <= del_debounce_cnt + 1;
            if (del_debounce_cnt == 16'hFFFF)
                del_last <= del_sync_1;
        end else begin
            del_debounce_cnt <= 0;
        end
    end
    assign delete_rising = (del_last == 0) && (del_sync_1 == 1);
    always @(posedge clk or posedge reset) begin
        if (reset) begin
            image_index <= 0;
            delete_flag <= 0;
        end else begin
            delete_flag <= delete_rising;
            if (right_rising)
                image_index <= image_index + 1;
            else if (left_rising)
                image_index <= image_index - 1;
        end
    end
endmodule
```

==> flow_metrics.py <==
# Synthesis and PnR figures
metrics = {
    "placed_design": {
        "io_buffers": 7,
        "dp_hpwl_mm": 2.43,
        "gp_congestion": 0.763,
        "placed_cell_area_um2": 2600,
    },
    "critical_path": {
        "startpoint_type": "flop",
        "crit_chain": "ha_1 > nand4_1 > or4_2 > nor3b_1",
        "criticalPathCategory": "flop to flop",
        "slowest_stage": "or4_2",
        "crit_family": "simple AND/OR/NAND/NOR gates",
        "critical_path_arrival_ns": 1.86,
        "required_ns": 2.52,
        "end_kind": "flop",
        "timing.rr.start": "del_debounce_cnt[0]",
        "crit_start": "del_debounce_cnt[0]",
        "path_buffers": 0,
        "reg2reg_setup_slack_ns": 0.66,
        "crit_fanout": 4,
        "cp_slowest_stage_delay_ns": 0.57,
    },
    "drt": {
        "drtIter0Drc": 79,
        "vias": 1666,
        "viasPerCell": 4.45,
        "dr.pass1.iters": 4,
        "ant_nets": 0,
        "wl_per_cell_um": 9.77,
        "insertedDiodeCount": 0,
        "drt_wl_total_mm": 3.65,
        "drc": 0,
    },
    "logic_synthesis": {
        "synthCells": 257,
        "ys_seq_share_pct": 51.3,
        "synth_warnings": 1,
        "synth_area_um2": 2430,
        "ys_ff": 60,
        "yosysUniqueCellTypes": 31,
        "postSynthAreaPerCell_um2": 9.44,
        "ys_cells": 257,
        "ys_area_um2": 2430,
    },
    "final_layout": {
        "postLayoutCoreUtil_pct": 35.6,
        "final_layout_size_suffix_gt1_share_pct": 7.72,
        "area_growth_pct": 13.8,
        "fillCellCount": 772,
        "final-seq-area_um2": 1250,
        "logic_area_um2": 1110,
        "final_area_um2": 2760,
    },
    "power_and_ir_drop": {
        "p_per_area_nw_per_um2": 667,
        "ir_drop_uv": 219,
        "leakage_uw": 0.000957,
    },
    "clock_tree": {
        "root_buffer": "clkbuf_8",
        "cts-buffers-inserted": 9,
        "cts.sinks": 60,
        "cts_setup_buffers": 0,
        "tritoncts": "built",
        "clock_latency_ns": 0.32,
        "cts.clk_slew.worst_paths_ns": 0.06,
        "ctsResizeCount": 0,
        "cts.path.max_buffers": 2,
        "cts.htree.levels": 3,
        "hold_buffers": 0,
    },
    "timing": {
        "fin_skew_ns": 0.00758,
        "maxSlewViolCount": 0,
        "slew-limit-headroom_pct": 63.5,
        "max_freq_ghz": 0.542,
        "period_needed_ns": 1.84,
        "hold_viol": 0,
        "finalClockPeriodUsage_pct": 73.8,
        "hold_ws_ns": 0.326,
        "setup_violations": 0,
        "rsz0062_at_grt": "no",
        "tightest_slew_ns": 0.548,
        "tns_ns": 0,
    },
    "grt": {
        "grt_pass1_vias": 1494,
        "antenna_found_initial": 0,
        "groute.usage.overall_pct": 9.16,
        "grt_overflow": 0,
        "grt_max_degree": 19,
        "grt_pass1_wl_mm": 6.41,
    },
    "job": {
        "maxCapViolCount": 0,
        "warning_count": 25,
    },
    "floorplanning": {
        "ios": 8,
        "core_area_um2": 7770,
        "die_width_um": 92.0,
        "die_area_um2": 8450,
        "core_util_floorplan_pct": 31.2,
        "row_count": 32,
        "chipHeight_um": 92.0,
    },
    "min_path": {
        "min_from": "del_sync_0",
        "hold_class": "flop to flop",
    },
    "outcome": {
        "status": "complete, no violations",
    },
}
## worst paths after layout
path | endpoint | cells after the start
hold reg to reg | del_sync_1 | 0
setup reg to reg | del_last | 4
max in group asynchronous | image_index[0] | 2
setup / recovery | del_last | 4
min in group asynchronous | delete_flag | 2
hold / removal | del_sync_1 | 0
## power breakdown
| part | internal (uW) | switching [uW] | leakage (uW) |
|---|---|---|---|
| logic | 62.6 | 31.9 | 0.000371 |
| clock network | 385 | 333 | 0.0000844 |
| registers | 1000 | 29.4 | 0.000502 |
## worst register-to-register path, stage by stage, from the launching register on
cell and delay, ns:
dfxtp_1 0.36, ha_1 0.23, nand4_1 0.17, or4_2 0.57, nor3b_1 0.21
## logic make-up after synthesis
group           count (synthesis)  synth area share, %
mux                             1                0.464
xor+xnor                       35                 12.6
flops                          60                 51.3
fa+ha+maj                       6                 3.09
simple gates                  121                 26.2
compound gates                 15                 3.35
buf+inv                        19                 2.94
## cell usage after synthesis
cell type  number  area (um2)
or2_2           3        18.8
xor2_1         14         123
nor3b_1         2        15.0
a21oi_1         7        35.0
or4_4           1        11.3
mux2_2          1        11.3
dfxtp_1        54        1080
nand3_1        17        85.1
nand3b_1        1        7.51
clkbuf_1        9        33.8
nand2_1        10        37.5
nor4_1          6        37.5
o21ai_0         6        30.0
o311ai_0        1        8.76
or3_2           1        7.51
o31ai_1         1        7.51
xnor2_1        21         184
edfxtp_1        3        90.1
dfrtp_1         3        75.1
nor2_1         40         150
nand4_1        11        68.8
nor4b_1         1        8.76
and4_1          2        17.5
or4_2           1        8.76
nand4_4         1        21.3
nor3_1          8        40.0
or3_1           6        37.5
and3_1          6        37.5
inv_1          10        37.5
nor2b_1         4        25.0
ha_1            6        75.1
## cell type report
| cell class | instances | share of cell area [%] |
|---|---|---|
| Clock buffer | 14 | 5.53 |
| Multi-Input combinational cell | 178 | 40.2 |
| Clock inverter | 2 | 0.362 |
| Sequential cell | 60 | 45.1 |
| Inverter | 10 | 1.36 |
| Tap cell | 102 | 4.62 |
| Timing Repair Buffer | 8 | 2.81 |
## through the flow
stage	total power, uW	worst slack, ns	cells
detailed placement	1140	0.661	358
finish	1840	0.656	374
CTS	1870	0.643	374
floorplan	1090	0.759	257
global placement	1140	0.676	358
global route	1940	0.560	374
## state kept, by name, indices dropped and copies added, names as in the netlist, 2 cells and up
register	flops
left_debounce_cnt	16
del_debounce_cnt	16
right_debounce_cnt	16
image_index	2
## layer usage
layer  vias up  wire length [um]  global-route usage (%)
li1        897                 -                       -
met1       734              1980                    14.4
met2        26              1470                    13.2
met3         9               118                    2.03
met4         0                85                    1.95
met5         -                 0                       0
## placed cells by master, fill, tap and decap left out, drive strengths merged, types with 2 or more instances in the layout
master	Yosys	final
nor2	40	40
inv	10	10
or2	3	3
and4	2	2
clkinv	0	2
ha	6	6
nand4	12	12
nand3	17	17
and3	6	6
o21ai	6	6
a21oi	7	7
or3	7	7
nor2b	4	4
xor2	14	14
xnor2	21	21
nand2	10	10
clkdlybuf4s50	0	7
nor3	8	8
or4	2	2
dfrtp	3	3
nor3b	2	2
clkbuf	9	14
nor4	6	6
edfxtp	3	3
dfxtp	54	54
No activity file was given, so power comes from the tool's default toggle rates.
